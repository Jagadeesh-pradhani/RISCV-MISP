[./run.sh]
#!/bin/bash
# OpenROAD 26Q1-2900-gdf79404cd8, Yosys 0.63+post, stock flow scripts
make -C /OpenROAD-flow-scripts/flow DESIGN_CONFIG=/design/flow/config.mk WORK_HOME=/design/flow/orfs finish
[./design.v]
module Mux (a,b,s,c);
    input [31:0]a,b;
    input s;
    output [31:0]c;
    assign c = (~s) ? a : b ;
endmodule
module PC_Adder (a,b,c);
    input [31:0] a,b;
    output [31:0] c;
    assign c = a + b;
endmodule
module PC_Module(clk,rst,NPC,PC);
    input clk,rst;
    input [31:0] NPC;
    output [31:0] PC;
    reg [31:0] PC;
    always @(posedge clk)
    begin
        if(rst == 1'b0)
            PC <= {32{1'b0}};
        else
            PC <= NPC;
    end
endmodule
module Instruction_Memory(rst,A,RD);
  input rst;
  input [31:0]A;
  output [31:0]RD;
  reg [31:0] mem [1023:0];
  assign RD = (rst == 1'b0) ? {32{1'b0}} : mem[A[31:2]];
  initial begin
    mem[0] = 32'hFFC4A303;
  end
endmodule
module IF_cycle(clk, rst, EX_MEM_ALUout, EX_MEM_Cond, NPC, IR);
    input clk, rst;
    input EX_MEM_Cond;
    input [31:0] EX_MEM_ALUout;
    output [31:0] NPC, IR;
    wire [31:0] PC_Plus4, PC_Next, NEW_PC;
    wire [31:0] IF_IR;
    reg [31:0] NPC_reg, IR_reg;
    Mux PC_Mux(
            .a(PC_Plus4),
            .b(EX_MEM_ALUout),
            .s(EX_MEM_Cond),
            .c(PC_Next)
            );
    PC_Module Program_Counter(
                        .clk(clk),
                        .rst(rst),
                        .NPC(PC_Next),
                        .PC(NEW_PC)
                        );
    Instruction_Memory IMEM(
                        .rst(rst),
                        .A(NEW_PC),
                        .RD(IF_IR)
                        );
    PC_Adder PC_adder(
                    .a(NEW_PC),
                    .b(32'h00000004),
                    .c(PC_Plus4)
                    );
    always @(posedge clk or negedge rst)  begin
        if(rst == 1'b0)begin
            NPC_reg <= 32'h00000000;
            IR_reg <= 32'h00000000;
        end
        else begin
            NPC_reg <= PC_Next;
            IR_reg <= IF_IR;
        end
    end
    assign NPC = (rst == 1'b0) ? 32'h00000000 : NPC_reg;
    assign IR = (rst == 1'b0) ? 32'h00000000 : IR_reg;
endmodule
[./constraint.sdc]
current_design IF_cycle

set clk_period 5.3
set clk_io_pct 0.2

create_clock -name clk0 -period $clk_period [get_ports {clk}]

set non_clock_inputs [all_inputs -no_clocks]
set_input_delay [expr $clk_period * $clk_io_pct] -clock clk0 $non_clock_inputs
set_output_delay [expr $clk_period * $clk_io_pct] -clock clk0 [all_outputs]
[./config.mk]
export PLATFORM = sky130hd
export DESIGN_NAME = IF_cycle
export DESIGN_NICKNAME = IF_cycle
export VERILOG_FILES = /design/flow/design.v
export SDC_FILE = /design/flow/constraint.sdc
export NUM_CORES = 4
export LEC_CHECK = 1
export CORE_UTILIZATION = 30
export SYNTH_MEMORY_MAX_BITS = 65536
==> results_dict.tcl <==
# implementation run metrics
set metrics [dict create \
    synth_flops 65 \
    synth-edff-count 0 \
    critical_path_class "input port to output port" \
    clock_tree.htree_level_count 3 \
    rr_endpoint "Program_Counter.PC[29]$_SDFF_PN0_" \
    cp-start-kind "input port" \
    chipWidth_um 107 \
    die_area_mm2 0.0115 \
    status "finished, final reports clean" \
    clk_slew_on_worst_s_h_paths_ns 0.07 \
    power_switching_share_pct 24.3 \
    synthFlopType "sky130_fd_sc_hd__dfrtp_1" \
    synth-async-reset-ratio_pct 50.8 \
    grt_start_max_net_pins 44 \
    max_slew_margin_pct 39.4 \
    vdd_ir_drop_max_v 0.000146 \
    numPortBuffers 83 \
    core_util_floorplan_pct 30.8 \
    final_worst_path_period_need_ns 3.66 \
    ys_types 55 \
    yosysWarningCount 3 \
    comb_power_share_pct 13.4 \
    dp.final_hpwl_mm 5.55 \
    unrepaired_setup_endpoints_after_global_routing "no" \
    synth_sequential_area_ratio_pct 44.1 \
    finalMaxSlewViolations 0 \
    hold_violations 0 \
    postLayoutSetupSlackWorst_ns 1.64 \
    syn-instance-count 363 \
    power.switching_mw 0.287 \
    detailed_place.area_mm2 0.00410 \
    worstHoldStart "Program_Counter.PC[1]$_SDFF_PN0_" \
    yosys-top-cells-area "sky130_fd_sc_hd__dfrtp_1, sky130_fd_sc_hd__dfxtp_1, sky130_fd_sc_hd__and2_1" \
    max_freq_ghz 0.273 \
    largest_area_cell "sky130_fd_sc_hd__dfrtp_1" \
    routedWlPerCell_um 13.9 \
    worstSetupEndpointType "output port" \
    post-place-ws_ns 1.59 \
    area_inside_the_core_boundary_mm2 0.0108 \
    whs_ns 0.478 \
    totalNegativeSetupSlack_ns 0 \
    power_frac_seq_pct 47.1 \
    postRouteWirelength_mm 7.91 \
    grt_pass1_wl_mm 12.6 \
    clock_tree.root_cell "sky130_fd_sc_hd__clkbuf_8" \
    min_path_type "flip-flop to flip-flop" \
    postCtsHoldBufs 0 \
    reg2reg_setup_slack_ns 2.93 \
    power_per_cell_area_mw_per_mm2 273 \
    numCtsBuffers 9 \
    drt_iter0_drc 137 \
    synthesis.area_mm2 0.00332 \
    power.clock.fraction_pct 39.5 \
    rows 38 \
    r2r_worst_path_depth 4 \
    worstPathMaxFanout 33 \
    synthToLayoutAreaGrowth_pct 29.9 \
    grtUsageTotal_pct 14.4 \
    grt_antenna_before_repair 0 \
    dr.pass1.iters 4 \
    drc 0 \
    die_h_um 107 \
    critPathRequiredTime_ns 4.24 \
    postRouteAntennaNets 0 \
    post-cts-setup-buffer-count 0 \
    cap_viol_max_count 0 \
    grt_overflow_total 0 \
    drt-vias-per-instance 4.86 \
    leakagePower_nw 1.62 \
    power.internal_mw 0.892 \
    post_route_cells_drive_above_1_share_pct 6.76 \
    clkSinkCount 65 \
    worstSkewPairLatency_ns 0.35 \
    stage_log_warnings 25 \
    total_power_mw 1.18 \
    worst-slew-pin-transition_ns 0.901 \
    syn_avg_cell_area_um2 9.15 \
    worstPathArrival_ns 2.60 \
    r2r_start "Program_Counter.PC[5]$_SDFF_PN0_" \
    first_global_vias 2600 \
    final_wtd_congestion 0.838 \
    whs_endpoint "NPC_reg[1]$_DFF_PN0_" \
    maximum_clock_skew_at_final_layout_ns 0.0100 \
    cts_max_path_buffers 2 \
    via_count 2766 \
    diodes 0 \
    final-setup-viol-count 0 \
    tritoncts_clock_tree "built" \
    post-route-period-util_pct 69.0 \
    synth.yosys.num_cells 363 \
    yosys_area_mm2 0.00332 \
    postCtsResizedCells 0 \
    io_pins 99 \
    finish.instance_area_mm2 0.00432 \
    top_area_share_pct 24.9 \
    holdPathStages 1 \
]
-- layout make-up --
class | instances | area, um^2
Timing Repair Buffer | 87 | 856
Sequential cell | 65 | 1470
Inverter | 6 | 22.5
Multi-Input combinational cell | 255 | 1580
Clock buffer | 10 | 128
Tap cell | 140 | 175
Fill cell | 1058 | 6480
Clock inverter | 6 | 92.6
-- cell usage after synthesis, drive strengths merged (4+ instances only) --
cell type	instances
nor4	10
and2	43
inv	5
buf	33
xor2	6
a21oi	15
dfxtp	32
nand3	16
a31oi	8
nand2	21
a211oi	9
nand4	14
xnor2	5
o21ai	5
nor2	24
dfrtp	33
or4	7
nor2b	4
clkbuf	18
nor3	8
-- critical path, stage by stage --
cell and delay (ns):
sky130_fd_sc_hd__buf_2 0.42, sky130_fd_sc_hd__and2_1 0.53, sky130_fd_sc_hd__clkdlybuf4s50_1 0.58
-- power groups by stage --
| stage | Sequential [mW] | Combinational, mW | Clock, mW |
|---|---|---|---|
| finish | 0.555 | 0.158 | 0.466 |
| global route | 0.560 | 0.178 | 0.504 |
| CTS | 0.555 | 0.161 | 0.474 |
-- cell usage in the layout (no fill, tap or decap), types with 5 or more instances in the layout --
cell,synthesis,routed
sky130_fd_sc_hd__nor2_1,24,24
sky130_fd_sc_hd__o21ai_0,5,5
sky130_fd_sc_hd__or4_1,6,6
sky130_fd_sc_hd__a31oi_1,8,8
sky130_fd_sc_hd__xor2_1,6,6
sky130_fd_sc_hd__a21oi_1,15,15
sky130_fd_sc_hd__nand4_1,12,12
sky130_fd_sc_hd__nand2_1,21,21
sky130_fd_sc_hd__clkbuf_8,0,9
sky130_fd_sc_hd__dfrtp_1,33,33
sky130_fd_sc_hd__nand3_1,16,16
sky130_fd_sc_hd__nor4_1,9,9
sky130_fd_sc_hd__inv_1,5,5
sky130_fd_sc_hd__xnor2_1,5,5
sky130_fd_sc_hd__dfxtp_1,32,32
sky130_fd_sc_hd__nor3_1,8,8
sky130_fd_sc_hd__and2_1,43,43
sky130_fd_sc_hd__clkdlybuf4s50_1,0,82
sky130_fd_sc_hd__a211oi_1,9,9
sky130_fd_sc_hd__conb_1,1,15
-- cells by family (layout without fill, tap and decap cells) --
family / count (synthesis) / count (layout) / share of synthesized area, %
compound gates: 61 / 61 / 12.8
mux: 5 / 5 / 1.62
xor+xnor: 11 / 11 / 2.90
flops: 65 / 65 / 44.1
other cells: 1 / 15 / 0.113
simple gates: 162 / 162 / 28.1
fa+ha+maj: 1 / 1 / 0.377
buf+inv: 57 / 109 / 9.98
-- through the flow --
step           instances  util [%]
6_report             569      40.0
5_1_grt              569      40.0
4_1_cts              569      40.0
3_5_place_dp         553      38.0
3_3_place_gp         553      38.0
2_1_floorplan        377         -
-- per-layer routing --
layer	part of all wire, %	track usage [%]	routed length (um)	vias up
met3	7.0	2.98	552	12
li1	-	-	-	1381
met1	47	22.0	3750	1269
met4	1.4	2.35	112	0
met5	0	0	0	-
met2	44	21.7	3490	104
-- worst max path at each step --
stage / start / to / cells past startpoint
after global routing: rst / IR[1] / 3
final: rst / IR[24] / 3
after CTS: rst / IR[13] / 3
Power figures rest on the tool's default switching activity, not on a simulated workload.
